<file path="flow/run.sh">
#!/bin/bash
# OpenROAD 26Q1-2900-gdf79404cd8, Yosys 0.63+post, stock flow scripts
make -C /OpenROAD-flow-scripts/flow DESIGN_CONFIG=/design/flow/config.mk WORK_HOME=/design/flow/orfs finish
</file>
<file path="flow/config.mk">
export PLATFORM = sky130hd
export DESIGN_NAME = hex_7seg
export DESIGN_NICKNAME = hex_7seg
export VERILOG_FILES = /design/flow/design.v
export SDC_FILE = /design/flow/constraint.sdc
export NUM_CORES = 4
export LEC_CHECK = 1
export CORE_AREA = 10 10 70 70
export DIE_AREA = 0 0 80 80
</file>
<file path="flow/constraint.sdc">
current_design hex_7seg

set clk_period 1.0
set clk_io_pct 0.2

create_clock -name clk0 -period $clk_period

set non_clock_inputs [all_inputs -no_clocks]
set_input_delay [expr $clk_period * $clk_io_pct] -clock clk0 $non_clock_inputs
set_output_delay [expr $clk_period * $clk_io_pct] -clock clk0 [all_outputs]
</file>
<file path="flow/design.v">
module hex_7seg (
	input [3:0] hex,
	output reg [0:6] seg
);
parameter ZERO = 7'b000_0001;
parameter ONE = 7'b100_1111;
parameter TWO = 7'b001_0010;
parameter THREE = 7'b000_0110;
parameter FOUR = 7'b100_1100;
parameter FIVE = 7'b010_0100;
parameter SIX = 7'b010_0000;
parameter SEVEN = 7'b000_1111;
parameter EIGHT = 7'b000_0000;
parameter NINE = 7'b000_1100;
parameter A = 7'b000_1000;
parameter B = 7'b110_0000;
parameter C = 7'b011_0001;
parameter D = 7'b100_0010;
parameter E = 7'b011_0000;
parameter F = 7'b011_1000;
always @(hex)
case (hex)
	0: seg = ZERO;
	1: seg = ONE;
	2: seg = TWO;
	3: seg = THREE;
	4: seg = FOUR;
	5: seg = FIVE;
	6: seg = SIX;
	7: seg = SEVEN;
	8: seg = EIGHT;
	9: seg = NINE;
	10: seg = A;
	11: seg = B;
	12: seg = C;
	13: seg = D;
	14: seg = E;
	15: seg = F;
endcase
endmodule
</file>
==> run summary <==
This memo summarizes the results of the implementation run.

Floorplan
For reference, the placement row count at floorplan is 21. The initial cell density of the core is 7.77%. The number of top-level design ports is 11. The floorplan step set the die width to 80 um. The chip area is about 0.0064 sq mm. The floorplan core area is approximately 0.0034 sq mm. Per the OpenROAD floorplan log, the height of the die is ~80 um.

Global routing
The initial antenna violation count is 0. The maximum number of pins on one net before global-route repair is 8. The global-route wire length before repair is ~1.7 mm. The number of global-route vias before repair was 352.

The global routing usage summed across all routing layers is under 10%. For this run the aggregate overflow at the end of global routing stands at 0.

Power
The sequential group share of total power is 0%. The maximum vdd ir drop is about 0.17 mV. The flow reports that combinational logic draws 100.0% of the design power. The leakage power of the design is 0.278 nW. The total internal power is about 140 uW. Summed over all nets, the switching power comes to around 100 uW.

The share of power burned in the clock network is 0%. The script computed a power per unit cell area of just under 400 mW/mm^2. Net switching is a little over two fifths of the power.

Placement
At the end of routability-driven placement, the weighted congestion stood at roughly 0.74. The HPWL after detailed placement is ~760 um. Buffers placed on the I/O ports in this run total 11.

Route
According to the report, the first pass of detailed routing completed in 3 iterations. Per the detail_route report, vias per standard cell equal around 3.2. Per the post-route antenna check, the number of violating nets is 0. The remaining routing DRC violations is 0. The routed design ends up with an antenna cell count of 0. The wire length per cell is around 9 um. Detailed routing inserted a total of approximately 350 vias. The violation count after the first detailed-route iteration is 14. The sum of routed wire length over all layers is a little under 1 mm.

Final timing
Dividing the final minimum period by the clock period gives 129%. Setup repair after global routing could not meet its margin everywhere. The final timing report derives a shortest allowable period of 1.29 ns. Measured against its own limit, the worst slew margin works out to 84.6%.

For the final routed database, the setup TNS stands at -1.60 ns. The timing-limited maximum frequency is 772 MHz. Endpoints failing hold in the final report were tallied at 0.

The smallest setup slack after layout is -0.295 ns. Per the finish-stage timing summary, setup violations number 7. The final max-slew violation count is 0. The transition at the pin with the smallest max-transition slack is roughly 0.23 ns.

Clock network
Hold repair after CTS inserted 0 buffers.

Finish
The design has 0 sequential cells. The footprint of the multi-input gates is between 300 and 400 sq um. The layout has 0 clock buffers. The top cell types in the final layout, fill and taps aside, are sky130_fd_sc_hd__buf_4 (11), sky130_fd_sc_hd__buf_6 (6), sky130_fd_sc_hd__buf_2 (6). The number of filler instances in the final layout is around 380.

The post-route utilization of the core is recorded as a little under a fifth. From synthesis to final layout, the design area changed by 139%. The top cell type in the final layout, fill and taps aside, is sky130_fd_sc_hd__buf_4.

The fraction of layout instances using a drive strength above 1 is 73.0%. The register area is 0 sq um.

Synthesis
After synthesis, the chip area reported by Yosys is about 270 sq um. The synthesized instance count is 38. The biggest area contributor in the post-synthesis netlist is sky130_fd_sc_hd__ha_1. The number of cells in the yosys synthesis report is 38. Yosys mapped the design onto 19 distinct sky130hd cell types. For reference, the top cells by area after synthesis are sky130_fd_sc_hd__ha_1 (28%), sky130_fd_sc_hd__nor2_1 (8.5%), sky130_fd_sc_hd__o21ai_1 (7.5%). The cell area after synthesis is approximately 270 sq um.

The synthesized area per cell is between 6 and 7 sq um. The total of warnings raised by yosys is 1. The fraction of the yosys area taken by sequential cells is 0%.

The share of the synthesized area in the top cell type is 28.3%.

Outcome
The final reports fail on negative setup slack. The run finished, with violations left.

Critical path
Per STA, the startpoint of the critical path is hex[0]. The type of the worst setup path is in2out. The type of destination of the critical path is an output pin. The data arrival time reported for the critical path is ~1.1 ns.

The capturing element of the worst setup path is seg[0]. The data required time of the worst path is 0.80 ns. The critical path launch point type is a primary input. The largest fanout on the critical path is 4.

Worst hold path
Per the hold report, the tightest min-delay path originates at hex[2]. According to the hold report, the worst path is of the in2out type.

Job
In this run the tools logged warnings totalling 39. The tool flagged a number of max-cap violations equal to 0.
## through the flow
step	std cells	total power, mW	setup WS, ns	cell area, sq um	hold slack, ns
after global placement	108	0.219	-1.21	563	1.53
after floorplan	38	0.0852	0.00853	295	0.503
after CTS	109	0.238	-0.298	617	0.873
after global routing	109	0.270	-0.344	634	0.905
final	109	0.246	-0.295	634	0.876
after detailed placement	108	0.220	-1.22	563	1.53
## cells in the mapped netlist, drive strengths merged
library cell / n
nand2: 2
nand3: 3
or3b: 1
a21boi: 1
nor2b: 1
o31ai: 1
a22o: 1
o21ai: 5
o32ai: 1
ha: 6
buf: 2
inv: 3
nor2: 6
mux2: 2
a21oi: 3
## power by group through the flow
stage,clock network (mW),registers [mW],logic [mW]
6_report,0,0,0.246
5_1_grt,0,0,0.270
4_1_cts,0,0,0.238
## final cells by class
type               instances  area share (%)
inverters                  3            2.96
multi-input cells         33            52.1
well taps                 46            9.07
repair buffers            27            35.9
## critical path, cell delays in order
cell and delay, ns:
sky130_fd_sc_hd__buf_8 0.08, sky130_fd_sc_hd__buf_6 0.09, sky130_fd_sc_hd__ha_4 0.12, sky130_fd_sc_hd__nor2_1 0.04
sky130_fd_sc_hd__or3b_1 0.36, sky130_fd_sc_hd__o31ai_1 0.07, sky130_fd_sc_hd__buf_2 0.13
## per-layer routing
metal,vias to the layer above,share of wire (%),global-route usage [%]
met5,-,0,0
met4,0,0,0.352
met3,0,1.6,0.341
met2,2,58,5.94
met1,166,40,3.43
li1,183,-,-
## cells by family (layout without fill, tap and decap cells)
logic type      Yosys count  after routing  synth area share (%)
compound gates           12             12                  30.2
fa+ha+maj                 6              6                  28.3
buf+inv                   5             30                  8.96
mux                       2              2                  9.90
simple gates             13             13                  22.6
## timing repair
item                                    in CTS  in global routing
pin swaps                                   10                  4
endpoints found under the setup margin       7                  7
setup buffers                                1                  0
resized                                     60                  4
## worst min-delay path by stage
| stage | depth (start not counted) | endpoint |
|---|---|---|
| after global routing | 5 | seg[4] |
| final | 5 | seg[4] |
| after CTS | 5 | seg[1] |
Power is estimated from default activity; no workload was simulated.
