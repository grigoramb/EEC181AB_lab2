==> ./design.v <==
module reg32(
input clock, 
input reset_n,
input [31:0] D,
input [3:0] byteenable,
output reg [31:0] Q
);
always @ (posedge clock or negedge reset_n) begin
	if(!reset_n)
		Q <= 32'h0;
	else begin
		case(byteenable)
			4'b1111: Q <= D;
			4'b0011: Q[15:0] <= D[15:0];
			4'b1100: Q[31:16] <= D[31:16];
			4'b0001: Q[7:0] <= D[7:0];
			4'b0010: Q[15:8] <= D[15:8];
			4'b0100: Q[23:16] <= D[23:16];
			4'b1000: Q[31:24] <= D[31:24];
			default: Q <= D;
		endcase
	end
end
endmodule
module reg32_avalon_interface(
input clk, 
input reset_n, 
input write, 
input [31:0] writedata,
input read,
output [31:0] readdata,
input [3:0] byteenable,
input chipselect,
output [31:0] Q_external
);
wire [3:0] local_byteenable;
wire[31:0] to_reg, from_reg;
assign to_reg = writedata;
assign readdata = from_reg;
assign Q_external = from_reg;
assign local_byteenable = (chipselect & write) ? byteenable : 4'd0;
reg32 U1(
.clock(clk),
.reset_n(reset_n),
.D(to_reg),
.byteenable(local_byteenable),
.Q(from_reg)
);
endmodule
==> ./run.sh <==
#!/bin/bash
# OpenROAD 26Q1-2900-gdf79404cd8, Yosys 0.63+post, stock flow scripts
make -C /OpenROAD-flow-scripts/flow DESIGN_CONFIG=/design/flow/config.mk WORK_HOME=/design/flow/orfs finish
==> ./config.mk <==
export PLATFORM = sky130hd
export DESIGN_NAME = reg32_avalon_interface
export DESIGN_NICKNAME = reg32_avalon_interface
export VERILOG_FILES = /design/flow/design.v
export SDC_FILE = /design/flow/constraint.sdc
export NUM_CORES = 4
export LEC_CHECK = 1
export CORE_UTILIZATION = 30
==> ./constraint.sdc <==
current_design reg32_avalon_interface

set clk_period 1.1
set clk_io_pct 0.2

create_clock -name clk0 -period $clk_period [get_ports {clk}]

set non_clock_inputs [all_inputs -no_clocks]
set_input_delay [expr $clk_period * $clk_io_pct] -clock clk0 $non_clock_inputs
set_output_delay [expr $clk_period * $clk_io_pct] -clock clk0 [all_outputs]
==> results.cfg <==
; yosys + openroad results
[status]
status = finished with violations
violations = setup timing

[placement]
dp_hpwl_um = 2450
pre_cts_ws_ps = -911
placedInstanceArea_sq_mm = 0.00255
gp_congestion = 0.772
io_buffers = 103

[synth]
yosysWarnings = 1
ys_sh_aoi_pct = 1.21
top_area_cell = dfrtp_1
top_cells_by_area = dfrtp_1 (49%), mux2_4 (29%), buf_4 (15%), buf_6 (2.7%), or4b_1 (2.4%)
top_area_share_pct = 48.5
ys_seq_share_pct = 48.5
synth.distinct_cells = 8
avgSynthCellArea_sq_um = 14.6
fa_ha_area_share_pct = 0
ys_cells = 113
syn_area_sq_mm = 0.00165
synthXorXnorAreaFrac_pct = 0
synthSimpleGateAreaFrac_pct = 3.87
postSynthCellCount = 113
synth_flops = 32
synth_chip_area_sq_mm = 0.00165
ys_sh_mux_pct = 29.1
logic_family = multiplexers

[sta]
fmax_mhz = 821
drv_slew = 0
holdWs_ps = 304
period_used_pct = 111
finalSetupViolCount = 40
setup_ws_ps = -117
skew_ps = 0
finalCriticalPeriod_ps = 1220
rsz0062_at_grt = true
worst_slew_pin_slew_ps = 187
slew_headroom_pct = 87.4
tns_ps = -3170
hold_viol = 0

[global_routing]
antenna_found_initial = 0
grt_overflow = 0
grt_pass1_vias = 1259
grt_max_degree = 33
grt_pass1_wl_um = 5830
grt_use_total_pct = 12.6

[min_path]
min_path_type = input port to async pin

[worst_setup_path]
crit_arrival_ps = 1370
path_max_fanout = 8
critPathCaptureType = flip-flop
cp-start-kind = input port
crit_buf_inv = 2
worstPathRequired_ps = 1250
reg2reg_depth = 3
critical_path_class = input port to flip-flop
max_stage_delay_ps = 530
cp_top_family = simple AND/OR/NAND/NOR gates
cpMaxStageDelayCell = or4b_4
r2r_slack_ps = 90
path_cells = buf_4, nand2_8, or4b_4, buf_8, mux2_4
r2r_end = U1.Q[16]$_DFFE_PN0N_
r2r_start = U1.Q[16]$_DFFE_PN0N_
startpoint = write
endpoint = U1.Q[24]$_DFFE_PN0N_
path_depth = 5

[clocking]
cts-root-buf = clkbuf_8
numClockSinks = 32
path_clk_slew_ps = 60
cts_buffers = 5
clock.latency.late_pin_ps = 270
clk_path_buf_depth = 2
tritoncts = built
htree_levels = 2

[cells_and_area]
lay_top_count = buf_6
final_cell_mix = buf_6 (37), clkdlybuf4s50_1 (33), dfrtp_1 (32), mux2_4 (32), clkbuf_2 (26)
reg_top3 = U1.Q x32
drive_gt1_share_pct = 59.7
fillers = 413
fin_area_sq_mm = 0.00287
final_util_pct = 55.2
largest_register_ff_count = 32
regMostFlops = U1.Q
syn_to_final_growth_pct = 74.0

[pwr]
p_sw_uw = 608
power_density_mw_per_mm2 = 995
clockPowerShare_pct = 28.4
seqPwrFrac_pct = 46.1
p_leak_nw = 1.44
p_comb_share_pct = 25.5
vdd_drop_max_mv = 0.526
power_switching_share_pct = 21.3
p_int_mw = 2.25

[job]
warning_count = 29
drv_cap = 0

[die]
core_util_floorplan_pct = 31.7
die_w_um = 76.2
coreArea_sq_mm = 0.00520
dieArea_sq_mm = 0.00580
ioPinCount = 105
rows = 26
die_y_um = 76.2

[routing]
drcViolationCount = 0
wl_per_cell_um = 12.3
wl_um = 3630
n_antenna_cell = 0
drt_iter0_drc = 14
ant_nets = 0
drt_pass1_iterations = 4
viasPerCell = 4.04
dr_total_vias = 1197
==> layout make-up <==
type / instances / area, sq um / area share, %
repair buffers: 142 / 1300 / 45.4
well taps: 70 / 87.6 / 3.05
clock inverters: 1 / 5.00 / 0.174
multi-input cells: 45 / 603 / 21.0
flip-flops and latches: 32 / 801 / 27.9
clock buffers: 6 / 72.6 / 2.53
==> cell usage after synthesis (all sizes together) <==
| cell type | n |
|---|---|
| nor3 | 4 |
| nand2 | 1 |
| dfrtp | 32 |
| or4b | 4 |
| o21ai | 4 |
| buf | 36 |
| mux2 | 32 |
==> metrics by stage <==
step           std cells  power (mW)
3_5_place_dp         255        1.97
6_report             296        2.86
2_1_floorplan        113        1.57
5_1_grt              296        3.03
3_3_place_gp         255        1.97
4_1_cts              292        2.90
==> power groups by stage <==
stage | Combinational, mW | Sequential, mW | Clock, mW
CTS | 0.722 | 1.32 | 0.862
global route | 0.783 | 1.33 | 0.916
finish | 0.728 | 1.32 | 0.811
==> what timing repair did <==
action / CTS / global route
gates cloned: 0 / 0
hold buffers: 0 / 0
endpoints found under the setup margin: 96 / 78
setup buffers: 30 / 6
pin swaps: 7 / 1
gates resized: 220 / 37
==> worst min-delay path by stage <==
stage,endpoint,cells past startpoint,startpoint
final,U1.Q[18]$_DFFE_PN0N_,2,reset_n
after global routing,U1.Q[21]$_DFFE_PN0N_,2,reset_n
after CTS,U1.Q[21]$_DFFE_PN0N_,2,reset_n
==> metal layers <==
metal,up-vias,wire length (um),global-route usage [%]
met2,58,1650,19.5
met3,2,250,3.28
met1,557,1700,18.6
li1,580,-,-
met5,-,0,0
met4,0,18,1.54
==> kinds of logic after synthesis <==
family | count (synthesis)
multiplexers | 32
buffers and inverters | 36
AND-OR/OR-AND | 4
flip-flops | 32
AND/OR/NAND/NOR | 9
Power and IR drop assume default switching activity.
